==> /design/flow/design.v <==
import mips_core_pkg::*;
interface axi_write_address ();
	logic AWVALID, AWREADY;
	logic [3:0] AWID;
	logic [3:0] AWLEN;
	logic [26 - 1 : 0] AWADDR;
	modport master (input AWREADY, output AWVALID, AWID, AWLEN, AWADDR);
	modport slave (output AWREADY, input AWVALID, AWID, AWLEN, AWADDR);
endinterface
interface axi_write_data ();
	logic WVALID, WREADY, WLAST;
	logic [3:0] WID;
	logic [32 - 1 : 0] WDATA;
	modport master (input WREADY, output WVALID, WLAST, WID, WDATA);
	modport slave (output WREADY, input WVALID, WLAST, WID, WDATA);
endinterface
interface axi_write_response ();
	logic BVALID, BREADY;
	logic [3:0] BID;
	modport master (input BVALID, BID, output BREADY);
	modport slave (output BVALID, BID, input BREADY);
endinterface
interface axi_read_address ();
	logic ARVALID, ARREADY;
	logic [3:0] ARID;
	logic [3:0] ARLEN;
	logic [26 - 1 : 0] ARADDR;
	modport master (input ARREADY, output ARVALID, ARID, ARLEN, ARADDR);
	modport slave (output ARREADY, input ARVALID, ARID, ARLEN, ARADDR);
endinterface
interface axi_read_data ();
	logic RVALID, RREADY, RLAST;
	logic [3:0] RID;
	logic [32 - 1 : 0] RDATA;
	modport master (output RREADY, input RVALID, RLAST, RID, RDATA);
	modport slave (input RREADY, output RVALID, RLAST, RID, RDATA);
endinterface
package mips_core_pkg;
typedef enum logic [4:0] {
	zero = 5'd0,
	at = 5'd1,
	v0 = 5'd2,
	v1 = 5'd3,
	a0 = 5'd4,
	a1 = 5'd5,
	a2 = 5'd6,
	a3 = 5'd7,
	t0 = 5'd8,
	t1 = 5'd9,
	t2 = 5'd10,
	t3 = 5'd11,
	t4 = 5'd12,
	t5 = 5'd13,
	t6 = 5'd14,
	t7 = 5'd15,
	s0 = 5'd16,
	s1 = 5'd17,
	s2 = 5'd18,
	s3 = 5'd19,
	s4 = 5'd20,
	s5 = 5'd21,
	s6 = 5'd22,
	s7 = 5'd23,
	t8 = 5'd24,
	t9 = 5'd25,
	k0 = 5'd26,
	k1 = 5'd27,
	gp = 5'd28,
	sp = 5'd29,
	s8 = 5'd30,
	ra = 5'd31
} MipsReg;
typedef enum logic [4:0] {
	ALUCTL_NOP,			 
	ALUCTL_ADD,			 
	ALUCTL_ADDU,		 
	ALUCTL_SUB,			 
	ALUCTL_SUBU,		 
	ALUCTL_AND,			 
	ALUCTL_OR,			 
	ALUCTL_XOR,			 
	ALUCTL_SLT,			 
	ALUCTL_SLTU,		 
	ALUCTL_SLL,			 
	ALUCTL_SRL,			 
	ALUCTL_SRA,			 
	ALUCTL_SLLV,		 
	ALUCTL_SRLV,		 
	ALUCTL_SRAV,		 
	ALUCTL_NOR,			 
	ALUCTL_MTC0_PASS,	 
	ALUCTL_MTC0_FAIL,	 
	ALUCTL_MTC0_DONE,	 
	ALUCTL_BA,			 
	ALUCTL_BEQ,
	ALUCTL_BNE,
	ALUCTL_BLEZ,
	ALUCTL_BGTZ,
	ALUCTL_BGEZ,
	ALUCTL_BLTZ
} AluCtl;
typedef enum logic {
	WRITE,
	READ
} MemAccessType;
typedef enum logic {
	NOT_TAKEN,
	TAKEN
} BranchOutcome;
endpackage
import mips_core_pkg::*;
interface branch_controls_ifc ();
	logic [256 - 1 : 0] GHR; 
	logic [$clog2(1024) - 1 : 0] CSR_IDX [8 - 1];
	logic [11 - 1 : 0] CSR_TAG [8 - 1];
	logic [11 - 2 : 0] CSR_TAG_2 [8 - 1];
	logic [$clog2(1024) - 1 : 0] CSR_IDX_FEED [8 - 1];
	logic [11 - 1 : 0] CSR_TAG_FEED [8 - 1];
	logic [11 - 2 : 0] CSR_TAG_2_FEED [8 - 1];
	modport in  (input GHR, CSR_IDX, CSR_TAG, CSR_TAG_2, CSR_IDX_FEED, CSR_TAG_FEED, CSR_TAG_2_FEED);
	modport out (output GHR, CSR_IDX, CSR_TAG, CSR_TAG_2, CSR_IDX_FEED, CSR_TAG_FEED, CSR_TAG_2_FEED);
endinterface
module branch_controller (
	input clk,     
	input rst_n,   
	pc_ifc.in dec_pc,
	branch_decoded_ifc.hazard dec_branch_decoded,
	branch_controls_ifc.in curr_branch_controls, 
	branch_controls_ifc.in misprediction_branch_controls, 
	branch_result_ifc.in ex_branch_result
);
	logic request_prediction;
	TAGE PREDICTOR(
		.clk, .rst_n,
		.curr_branch_controls,
		.misprediction_branch_controls, 
		.i_req_valid     (request_prediction),
		.i_req_pc        (dec_pc.pc), 
		.i_req_target    (dec_branch_decoded.target),
		.o_req_prediction(dec_branch_decoded.prediction),
		.i_fb_valid      (ex_branch_result.valid),
		.i_fb_pc         (ex_branch_result.pc), 
		.i_fb_prediction (ex_branch_result.prediction),
		.i_fb_outcome    (ex_branch_result.outcome)
	);
	always_comb
	begin
		request_prediction = dec_branch_decoded.valid & ~dec_branch_decoded.is_jump;
		dec_branch_decoded.recovery_target =
			(dec_branch_decoded.prediction == TAKEN)
			? dec_pc.pc + 26'd8
			: dec_branch_decoded.target;
	end
endmodule
module always_not_taken (
	input clk,     
	input rst_n,   
	input logic i_req_valid,
	input logic [26 - 1 : 0] i_req_pc,
	input logic [26 - 1 : 0] i_req_target,
	output mips_core_pkg::BranchOutcome o_req_prediction,
	input logic i_fb_valid,
	input logic [26 - 1 : 0] i_fb_pc,
	input mips_core_pkg::BranchOutcome i_fb_prediction,
	input mips_core_pkg::BranchOutcome i_fb_outcome
);
	always_comb
	begin
		o_req_prediction = NOT_TAKEN;
	end
endmodule
module always_taken (
	input clk,     
	input rst_n,   
	input logic i_req_valid,
	input logic [26 - 1 : 0] i_req_pc,
	input logic [26 - 1 : 0] i_req_target,
	output mips_core_pkg::BranchOutcome o_req_prediction,
	input logic i_fb_valid,
	input logic [26 - 1 : 0] i_fb_pc,
	input mips_core_pkg::BranchOutcome i_fb_prediction,
	input mips_core_pkg::BranchOutcome i_fb_outcome
);
	always_comb
	begin
		o_req_prediction = TAKEN;
	end
endmodule
module back_taken_forw_not_taken (
	input clk,     
	input rst_n,   
	input logic i_req_valid,
	input logic [26 - 1 : 0] i_req_pc,
	input logic [26 - 1 : 0] i_req_target,
	output mips_core_pkg::BranchOutcome o_req_prediction,
	input logic i_fb_valid,
	input logic [26 - 1 : 0] i_fb_pc,
	input mips_core_pkg::BranchOutcome i_fb_prediction,
	input mips_core_pkg::BranchOutcome i_fb_outcome
);
	always_comb
	begin
		if (i_req_pc > i_req_target) o_req_prediction = TAKEN; 
		else o_req_prediction = NOT_TAKEN; 
	end
endmodule
module bi_modal_2bit (
	input clk,     
	input rst_n,   
	input logic i_req_valid,
	input logic [26 - 1 : 0] i_req_pc,
	input logic [26 - 1 : 0] i_req_target,
	output mips_core_pkg::BranchOutcome o_req_prediction,
	input logic i_fb_valid,
	input logic [26 - 1 : 0] i_fb_pc,
	input mips_core_pkg::BranchOutcome i_fb_prediction,
	input mips_core_pkg::BranchOutcome i_fb_outcome
);
	logic [1:0] counter;
	task incr;
		begin
			if (counter != 2'b11)
				counter <= counter + 2'b01;
		end
	endtask
	task decr;
		begin
			if (counter != 2'b00)
				counter <= counter - 2'b01;
		end
	endtask
	always_ff @(posedge clk)
	begin
		if(~rst_n)
		begin
			counter <= 2'b10;	 
		end
		else
		begin
			if (i_fb_valid)
			begin
				case (i_fb_outcome)
					NOT_TAKEN: decr();
					TAKEN:     incr();
				endcase
			end
		end
	end
	always_comb
	begin
		o_req_prediction = counter[1] ? TAKEN : NOT_TAKEN;
	end
endmodule
==> /design/flow/run.sh <==
#!/bin/bash
# OpenROAD 26Q1-2900-gdf79404cd8, Yosys 0.63+post, stock flow scripts
make -C /OpenROAD-flow-scripts/flow DESIGN_CONFIG=/design/flow/config.mk WORK_HOME=/design/flow/orfs finish
==> /design/flow/config.mk <==
export PLATFORM = sky130hd
export DESIGN_NAME = back_taken_forw_not_taken
export DESIGN_NICKNAME = back_taken_forw_not_taken
export VERILOG_FILES = /design/flow/design.v
export SDC_FILE = /design/flow/constraint.sdc
export NUM_CORES = 4
export LEC_CHECK = 1
export CORE_AREA = 10 10 85 85
export DIE_AREA = 0 0 95 95
==> /design/flow/constraint.sdc <==
current_design back_taken_forw_not_taken

set clk_period 2.6
set clk_io_pct 0.2

create_clock -name clk0 -period $clk_period

set non_clock_inputs [all_inputs -no_clocks]
set_input_delay [expr $clk_period * $clk_io_pct] -clock clk0 $non_clock_inputs
set_output_delay [expr $clk_period * $clk_io_pct] -clock clk0 [all_outputs]
==> metrics.cfg <==
[die]
io_pins=85
die_area_mm2=0.00903
die_x_um=95
coreArea_mm2=0.00547
rows=27
die_h_um=95
initCoreUtil_pct=12.0

[final_timing]
worst_slew_pin_slew_ns=0.302
setup_tns_ns=0
min_period_ns=2.53
hold_violations=0
fmax_mhz=395
holdWs_ns=1.60
slew_headroom_pct=79.7
finalClockPeriodUsage_pct=97.4
worst_slack_ns=0.0689
rsz0062_at_grt=no
finalSetupViolCount=0
drv_slew=0

[clock_network]
post_cts_buffers=0
ctsHoldBuffers=0

[finish]
register_area_um2=0
clockBufferCount=0
finish.utilization_pct=29.1
areaGrowthSynthToFinish_pct=143
final_area_mm2=0.00160
drive_gt1_share_pct=36.5
fin_cells=223
flops=0

[logic_synthesis]
top_cells_by_count=inv_1, ha_1, a21oi_1, nand4_1
ys_cells=92
ys_types=17
avgSynthCellArea_um2=7.14
top_area_share_pct=49.5
yosysChipArea_um2=657
post-synth-top-count-cell=inv_1
synth_top_cell_by_area=ha_1
netlist_area_um2=657
yosys_warnings=1
area_leaders=ha_1, inv_1, a21oi_1, nand4_1, nand3_1
synth_cells=92
ys_seq_share_pct=0

[critical_path]
cp.required_ns=2.08
crit_start=i_req_pc[21]
cp.arrival_ns=2.01
start_kind=input port
crit_end=o_req_prediction
path_cells=dlygate4sd2_1 -> ha_4 -> nand4_1 -> nor4_2 -> and4_2 -> a31oi_1 -> buf_2
worstSetupPathType=input port to output port
crit_fanout=2
crit_slowest_cell=nor4_2
cp-end-kind=output port
cpPeakStageDelay_ns=0.36

[place]
place.gp.congestion=0.842
placed_area_mm2=0.00130
post-dp-hpwl_um=2220
port-buffer-count=53
dp_cells=220
pre_cts_ws_ns=-0.577

[global_routing]
grt_max_degree=4
use_met2_pct=8.87
grtUsageTotal_pct=5.52
grt_overflow=0
met3_usage_pct=2.48
grt_pass1_vias=947
antenna_found_initial=4
grt_util_met1_pct=7.11
grt_pass1_wl_um=4110
grt_busiest_layer=met2

[power]
powerDensity_mw_per_mm2=133
vdd_ir_drop_max_v=0.0000488
p_leak_nw=0.776
total_power_uw=212

[run]
max-cap-violations=0
warnings=64

[routing]
dr.pass1.iters=4
detail-route-antenna-nets=0
via_count=846
drt_iter0_markers=17
routed_wl_um=2610
avgViaCountPerCell=3.79
wl_per_cell_um=11.7
drc=0

[worst_hold_path]
worstHoldStart=i_req_pc[25]
holdCritPathClass=input port to output port

[status]
status=finished clean

## layer usage
metal	wire (um)	vias to the layer above
li1	-	440
met1	1270	366
met3	257	2
met2	1070	36
met5	7	-
met4	2	2
## worst max-delay path: cells and delay by family
family	cells	cell delay [ns]
buf+inv	2	0.40
fa+ha+maj	1	0.27
simple gates	3	0.78
compound gates	1	0.04
## cells in the final DEF, fill, tap and decap left out
| master | netlist | final |
|---|---|---|
| a211oi_2 | 0 | 1 |
| nand4_1 | 5 | 5 |
| nand2_1 | 3 | 3 |
| nor2_1 | 3 | 3 |
| nor4_2 | 1 | 1 |
| o21ai_0 | 3 | 3 |
| nor3_2 | 0 | 2 |
| a221oi_2 | 0 | 1 |
| dlygate4sd2_1 | 0 | 32 |
| inv_1 | 27 | 8 |
| buf_4 | 0 | 2 |
| and4_2 | 1 | 1 |
| ha_1 | 26 | 7 |
| nand4_4 | 0 | 1 |
| inv_2 | 0 | 19 |
| ha_4 | 0 | 19 |
| a21oi_1 | 11 | 8 |
| diode_2 | 0 | 3 |
| a31oi_1 | 1 | 1 |
| dlymetal6s2s_1 | 0 | 12 |
| a21oi_2 | 0 | 2 |
| nand3_1 | 3 | 2 |
| a21oi_4 | 0 | 1 |
| a21o_1 | 2 | 2 |
| clkdlybuf4s50_1 | 0 | 8 |
| buf_2 | 0 | 1 |
| nand3_2 | 0 | 1 |
| buf_6 | 0 | 1 |
| o41ai_2 | 0 | 1 |
## where the power goes
group	switching, mW	total (mW)	internal [mW]	leakage (nW)
sequential	0	0	0	0
combinational	0.0880	0.212	0.124	0.776
clock	0	0.000000154	0.000000154	0.0000190
## logic make-up after synthesis
| kind of cell | after synthesis | share of synthesized area, % |
|---|---|---|
| compound gates | 20 | 17.7 |
| fa+ha+maj | 26 | 49.5 |
| buf+inv | 27 | 15.4 |
| simple gates | 19 | 17.3 |
## final cells by class
type,instances,area (um^2)
fill,592,3880
multi-input combinational,65,855
timing repair buffer,56,542
inverter,27,101
tap,72,90.1
antenna,3,7.51
## worst min-delay path by stage
stage | end | slack [ns] | cells past startpoint
CTS | o_req_prediction | 1.77 | 6
global route | o_req_prediction | 1.63 | 5
finish | o_req_prediction | 1.60 | 5
## timing repair
item,4_1_cts,5_1_grt
pin swaps,20,12
cloned,0,0
endpoints found under the setup margin,1,1
hold endpoints to repair,0,0
gates resized,77,20
No activity file was given, so power comes from the tool's default toggle rates.
