===== flow/config.mk =====
export PLATFORM = sky130hd
export DESIGN_NAME = cache_bank_core
export DESIGN_NICKNAME = cache_bank_core
export VERILOG_FILES = /design/flow/design.v
export SDC_FILE = /design/flow/constraint.sdc
export NUM_CORES = 4
export LEC_CHECK = 1
export CORE_UTILIZATION = 30

===== flow/constraint.sdc =====
current_design cache_bank_core

set clk_period 4.7
set clk_io_pct 0.2

create_clock -name clk0 -period $clk_period [get_ports {clk}]

set non_clock_inputs [all_inputs -no_clocks]
set_input_delay [expr $clk_period * $clk_io_pct] -clock clk0 $non_clock_inputs
set_output_delay [expr $clk_period * $clk_io_pct] -clock clk0 [all_outputs]

===== flow/design.v =====
import mips_core_pkg::*;
interface axi_write_address ();
	logic AWVALID, AWREADY;
	logic [3:0] AWID;
	logic [3:0] AWLEN;
	logic [26 - 1 : 0] AWADDR;
	modport master (input AWREADY, output AWVALID, AWID, AWLEN, AWADDR);
	modport slave (output AWREADY, input AWVALID, AWID, AWLEN, AWADDR);
endinterface
interface axi_write_data ();
	logic WVALID, WREADY, WLAST;
	logic [3:0] WID;
	logic [32 - 1 : 0] WDATA;
	modport master (input WREADY, output WVALID, WLAST, WID, WDATA);
	modport slave (output WREADY, input WVALID, WLAST, WID, WDATA);
endinterface
interface axi_write_response ();
	logic BVALID, BREADY;
	logic [3:0] BID;
	modport master (input BVALID, BID, output BREADY);
	modport slave (output BVALID, BID, input BREADY);
endinterface
interface axi_read_address ();
	logic ARVALID, ARREADY;
	logic [3:0] ARID;
	logic [3:0] ARLEN;
	logic [26 - 1 : 0] ARADDR;
	modport master (input ARREADY, output ARVALID, ARID, ARLEN, ARADDR);
	modport slave (output ARREADY, input ARVALID, ARID, ARLEN, ARADDR);
endinterface
interface axi_read_data ();
	logic RVALID, RREADY, RLAST;
	logic [3:0] RID;
	logic [32 - 1 : 0] RDATA;
	modport master (output RREADY, input RVALID, RLAST, RID, RDATA);
	modport slave (input RREADY, output RVALID, RLAST, RID, RDATA);
endinterface
package mips_core_pkg;
typedef enum logic [4:0] {
	zero = 5'd0,
	at = 5'd1,
	v0 = 5'd2,
	v1 = 5'd3,
	a0 = 5'd4,
	a1 = 5'd5,
	a2 = 5'd6,
	a3 = 5'd7,
	t0 = 5'd8,
	t1 = 5'd9,
	t2 = 5'd10,
	t3 = 5'd11,
	t4 = 5'd12,
	t5 = 5'd13,
	t6 = 5'd14,
	t7 = 5'd15,
	s0 = 5'd16,
	s1 = 5'd17,
	s2 = 5'd18,
	s3 = 5'd19,
	s4 = 5'd20,
	s5 = 5'd21,
	s6 = 5'd22,
	s7 = 5'd23,
	t8 = 5'd24,
	t9 = 5'd25,
	k0 = 5'd26,
	k1 = 5'd27,
	gp = 5'd28,
	sp = 5'd29,
	s8 = 5'd30,
	ra = 5'd31
} MipsReg;
typedef enum logic [4:0] {
	ALUCTL_NOP,			 
	ALUCTL_ADD,			 
	ALUCTL_ADDU,		 
	ALUCTL_SUB,			 
	ALUCTL_SUBU,		 
	ALUCTL_AND,			 
	ALUCTL_OR,			 
	ALUCTL_XOR,			 
	ALUCTL_SLT,			 
	ALUCTL_SLTU,		 
	ALUCTL_SLL,			 
	ALUCTL_SRL,			 
	ALUCTL_SRA,			 
	ALUCTL_SLLV,		 
	ALUCTL_SRLV,		 
	ALUCTL_SRAV,		 
	ALUCTL_NOR,			 
	ALUCTL_MTC0_PASS,	 
	ALUCTL_MTC0_FAIL,	 
	ALUCTL_MTC0_DONE,	 
	ALUCTL_BA,			 
	ALUCTL_BEQ,
	ALUCTL_BNE,
	ALUCTL_BLEZ,
	ALUCTL_BGTZ,
	ALUCTL_BGEZ,
	ALUCTL_BLTZ
} AluCtl;
typedef enum logic {
	WRITE,
	READ
} MemAccessType;
typedef enum logic {
	NOT_TAKEN,
	TAKEN
} BranchOutcome;
endpackage
module cache_bank #(parameter DATA_WIDTH = 32, parameter ADDR_WIDTH = 4)(
	input clk,	 
	input i_we,	 
	input logic [DATA_WIDTH - 1 : 0] i_wdata,			 
	input logic [ADDR_WIDTH - 1 : 0] i_waddr, i_raddr,	 
	output logic [DATA_WIDTH - 1 : 0] o_rdata			 
);
	logic [DATA_WIDTH - 1 : 0] new_data;
	logic [DATA_WIDTH - 1 : 0] old_data;
	logic new_data_flag;
	generate
		if (ADDR_WIDTH < 4) begin
			cache_bank_core #(DATA_WIDTH, ADDR_WIDTH)
				BANK_CORE (
					.clk, .i_we, .i_waddr, .i_raddr, .i_wdata,
					.o_rdata(old_data)
			);
		end else begin
			sram #(.DATA_WIDTH(DATA_WIDTH), .ADDR_WIDTH(ADDR_WIDTH)) BANK_CORE (
				.clk0(clk), .csb0(~i_we), .addr0(i_waddr), .din0(i_wdata),
				.clk1(clk), .csb1('0), .addr1(i_raddr), .dout1(old_data)
			);
		end
	endgenerate
	assign o_rdata = new_data_flag ? new_data : old_data;
	always_ff @(posedge clk)
	begin
		new_data <= i_wdata;
		new_data_flag <= i_we & (i_raddr == i_waddr);
	end
endmodule
module cache_bank_core #(parameter DATA_WIDTH = 32, parameter ADDR_WIDTH = 4)(
	input clk,	 
	input i_we,	 
	input logic [DATA_WIDTH - 1 : 0] i_wdata,			 
	input logic [ADDR_WIDTH - 1 : 0] i_waddr, i_raddr,	 
	output logic [DATA_WIDTH - 1 : 0] o_rdata			 
);
	localparam DEPTH = 1 << ADDR_WIDTH;
	logic [DATA_WIDTH - 1 : 0] data [DEPTH];
	always_ff @(posedge clk)
	begin
		o_rdata <= data[i_raddr];
		if (i_we)
			data[i_waddr] <= i_wdata;
	end
endmodule

===== flow/run.sh =====
#!/bin/bash
# OpenROAD 26Q1-2900-gdf79404cd8, Yosys 0.63+post, stock flow scripts
make -C /OpenROAD-flow-scripts/flow DESIGN_CONFIG=/design/flow/config.mk WORK_HOME=/design/flow/orfs finish

==> notes.md <==
The kind of cell with the highest combined delay along the critical path is simple AND/OR/NAND/NOR gates. The placement summary gives the final routability congestion estimate as 0.764. The pin count of the biggest net entering global routing was 50. Per-instance average area after synthesis: 23.7 µm². The endpoint of the worst hold path is reported as o_rdata[8]. Summing all non-filler instances in the final layout gives an area of 23600 µm². The buffer and inverter count on the worst path is 2, and the total power is 10.2 mW.

The detailed router put a total of 15.2 mm of wire on met1. CTS built an H-tree with a depth of 2. For the post-route worst hold slack, the log shows 0.669 ns.

The floorplan step records an initial core utilization of 30.6%. For this design the static power due to leakage is 7.34 nW. The synthesized instance count is 838. The report lists the number of standard-cell rows as 93.

Measured along the x axis, the die boundary spans 259 µm. The count of fill cells added during filler insertion was 5830. The tools report the startpoint kind of the worst setup timing path as a primary input. For the wire length of the first global-routing pass, the log shows 62.0 mm.

In this run the VDD rail shows a maximum IR drop of 0.313 mV. The layout report lists the combined flip-flop and latch area as 16000 µm². For the final standard cell count with taps included and fillers excluded, the log shows 1853. Adding up every negative setup slack in the final design gives 0 ns. On the worst setup and hold paths after CTS, the clock-pin slew comes to 0.06 ns. The total placed cells including tap cells was 1751; the post-CTS setup repair buffer count was 0. The area recorded from the Yosys report for this design is 19900 µm². The area growth from synthesis to final layout came out at 18.8%. The critical path's largest stage delay works out to 0.73 ns. The final hold violation count is 0. The pin slew with the least headroom to its limit was 0.827 ns; the number of buffers added to fix hold violations after cts was 0.

The end of the worst register-to-register path was o_rdata[18]. The initial antenna violation count was 2; the area of the chip was 67200 µm². The number of sinks handled by clock tree synthesis is 544.

The critical path goes through clkdlybuf4s50_1 > nand2_1 > nor2_4 > buf_4. Counting instances, the worst hold path has a depth of 3. Routed signal wires occupy layers up through met5.

The worst setup skew after layout came out at 0.0184 ns. The skew report gives the latency at the later pin of the worst-skew pair as 0.59 ns. Dividing the detail-routed via count by the number of cells gives 4.82. In the Yosys report the total cell count is 838. The category of the most critical setup path was primary input to register. The tools report the boundary pin count as 74. Placed cell area: 21800 µm². The tools report the hold path startpoint as data[15][8]. The detailed router reports a met2 wire length of 18.8 mm. The number of maximum-capacitance violations recorded for the run is 0. The wire length after detailed routing was 41.1 mm; the number of distinct library cell variants in the gate-level netlist after synthesis was 18.

The routed layout has 8931 vias. After clock tree synthesis, the repair step resized 0 gates. Per the TritonCTS log, the buffer count is 55.

The number of global-route vias before repair is 9985, and the post-detailed-placement half-perimeter wirelength is 22.9 mm. The launch instance of the worst register-to-register path was data[11][18]. Number of warnings reported in the yosys synthesis log: 1. The logs give 0.363 GHz for the highest clock frequency the design can meet and 0 for the number of remaining DRC errors. The final timing report derives a shortest allowable period of 2.75 ns. Counting cells, the worst reg-to-reg path comes to 3. The final timing report counts setup violations totalling 0.

After global routing the overflow that remains totals 0. The script logs the mean routed wire length per placed instance as 22.2 µm. Across all register-to-register paths, the minimum setup slack is 3.23 ns.

The logs give a warning total of 25. The max-slew violation count is 0, and the combinational cell area excluding buffers and inverters is 3750 µm². In this run the tightest slew margin relative to its limit is 44.7%. The run gives 434 nW/µm² for the power density over the cells. The ratio of final minimum period to clock period is 58.5%, and the share of final-layout standard cells stronger than drive strength 1 is 26.2%. Element type at the critical path end: a register.

TritonCTS built the clock tree. The critical-path maximum fanout works out to 22. Before any placement, the netlist area is recorded as 19900 µm².

The share of synthesized area occupied by flip-flops and latches was 80.7%. The run gives 4.97 ns for the critical path data required time. Setup repair after global routing left no endpoint under its margin.

Per the OpenROAD floorplan log, the area of the core is 64900 µm². The buffer_ports step reported a buffer count of 73. The synthesized flop and latch total was 544. The tools report the iteration count of the initial detailed-routing pass as 4.

The run finished with clean final reports. Antenna repair during routing inserted a diode count of 0. Total global-route track usage over all layers is 13.4%. The die is 259 µm tall.

The largest individual stage delay along the critical path comes from the cell sky130_fd_sc_hd__nor2_4. Counting along the longest clock path gives a buffer depth of 3. Per the CTS log, the root buffer master is sky130_fd_sc_hd__clkbuf_16.

The violation tally recorded at the end of detailed-routing iteration 0 is 632. The run gives 3.02 ns as the worst path arrival time. The count of nets left with antenna violations once routing finished came out at 0. The path category of the worst min-delay check is register to register. In the detailed route, the total length drawn on met3 is 6.11 mm.
## worst register-to-register path: stages (launching register included)
cell                       delay (ns)
sky130_fd_sc_hd__edfxtp_1        0.37
sky130_fd_sc_hd__mux4_2          0.48
sky130_fd_sc_hd__a22oi_1         0.33
sky130_fd_sc_hd__nand2_1         0.16
## cells in the final DEF (no fill, tap or decap), drive strengths merged, types with 4 or more instances in the layout
master / netlist / routed
nor3: 4 / 4
clkinv: 0 / 17
edfxtp: 512 / 512
nor2: 13 / 13
mux4: 128 / 128
nand2: 33 / 33
dfxtp: 32 / 32
buf: 26 / 29
clkdlybuf4s50: 0 / 71
clkbuf: 17 / 79
a22oi: 64 / 64
bufinv: 0 / 5
## cells in the mapped netlist, drive strengths merged
cell type,n,area (µm²)
clkbuf,17,63.8
a22oi,64,480
nand3b,2,15.0
nor3,4,20.0
or3b,1,8.76
dfxtp,32,641
nor2b,2,12.5
buf,26,159
nand3,1,5.00
nand2b,2,12.5
nand2,33,124
and2,1,6.26
nor2,13,48.8
edfxtp,512,15400
mux4,128,2880
## routing by layer
layer	vias to the layer above	track usage, %
met5	-	0
met4	4	2.66
met3	69	9.85
met2	537	19.2
met1	4513	17.1
li1	3808	-
## state kept, by name (all words and copies together), names as in the netlist
name / count
o_rdata: 32
data: 512
## cells by family (layout without fill, tap and decap cells)
logic type,after synthesis,count (layout),synth area share (%)
flops,544,544,80.7
mux,128,128,14.5
compound gates,64,64,2.42
simple gates,59,59,1.27
buf+inv,43,203,1.12
## stage by stage
step,setup slack (ns),util (%)
3_3_place_gp,1.39,33.6
2_1_floorplan,0.580,-
4_1_cts,1.96,36.3
6_report,1.95,36.3
3_5_place_dp,1.35,33.6
5_1_grt,1.80,36.3
## how the worst max path moves through the flow
stage	end	slack, ns	from	cells past startpoint
finish	data[7][1]	1.95	i_waddr[1]	4
global route	data[7][8]	1.80	i_waddr[0]	4
CTS	data[13][27]	1.96	i_waddr[1]	4
## cell type report
| cell class | count | area share (%) |
|---|---|---|
| Clock buffer | 78 | 6.46 |
| Clock inverter | 24 | 1.05 |
| Multi-Input combinational cell | 251 | 15.9 |
| Sequential cell | 544 | 67.9 |
| Tap cell | 855 | 4.54 |
| Timing Repair Buffer | 101 | 4.15 |
## where the power goes
part / switching (mW) / internal (mW)
Combinational: 0.266 / 0.239
Clock: 1.74 / 2.52
Sequential: 0.0314 / 5.43
Power figures rest on the tool's default switching activity, not on a simulated workload.
